## flow/config.mk

```make
export PLATFORM = sky130hd
export DESIGN_NAME = music_box
export DESIGN_NICKNAME = music_box
export VERILOG_FILES = /design/flow/design.v
export SDC_FILE = /design/flow/constraint.sdc
export NUM_CORES = 4
export LEC_CHECK = 1
export CORE_UTILIZATION = 40
```

## flow/constraint.sdc

```tcl
current_design music_box

set clk_period 4.6
set clk_io_pct 0.2

create_clock -name clk0 -period $clk_period [get_ports {clk}]

set non_clock_inputs [all_inputs -no_clocks]
set_input_delay [expr $clk_period * $clk_io_pct] -clock clk0 $non_clock_inputs
set_output_delay [expr $clk_period * $clk_io_pct] -clock clk0 [all_outputs]
```

## flow/design.v

```verilog
module frequency_divider #(parameter CLK_DIV = 12000) (
  input wire clk, 
  output wire clk_out
);
parameter N = $clog2(CLK_DIV);
reg [N-1:0] counter = 0;
always @(posedge clk)
  if (counter == CLK_DIV - 1)
    counter <= 0;
  else 
    counter <= counter + 1;
assign clk_out = counter[N-1];
endmodule
module music_box (
  input wire clk,  
  output reg speaker_out  
);
parameter
  FREQ_C = 45977,      
  FREQ_D = 40955,      
  FREQ_E = 36474,      
  FREQ_F = 34383,      
  FREQ_G = 30612,      
  FREQ_A = 27272,      
  FREQ_ASharp = 25751,  
  FREQ_CMajor = 22944,  
  NOTE_DURATION = 3000000;  
parameter
  Test_C = 256,    
  Test_D = 128,    
  Test_E = 64,    
  Test_F = 32,    
  Test_G = 16,    
  Test_A = 8,    
  Test_ASharp = 4,
  Test_CMajor = 2,
  Test_NOTE_DURATION = 300;
wire C, D, E, F, G, A, ASharp, CMajor;  
wire clk_note_duration;
reg [4:0] note_counter = 0;
frequency_divider #(FREQ_C) OUTC ( .clk(clk), .clk_out(C) );
frequency_divider #(FREQ_D) OUTD ( .clk(clk), .clk_out(D) );
frequency_divider #(FREQ_E) OUTE ( .clk(clk), .clk_out(E) );
frequency_divider #(FREQ_F) OUTF ( .clk(clk), .clk_out(F) );
frequency_divider #(FREQ_G) OUTG ( .clk(clk), .clk_out(G) );
frequency_divider #(FREQ_A) OUTA ( .clk(clk), .clk_out(A) );
  frequency_divider #(FREQ_ASharp) OUTASharp ( .clk(clk), .clk_out(ASharp) );
  frequency_divider #(FREQ_CMajor) OUTCMajor ( .clk(clk), .clk_out(CMajor) );
frequency_divider #(NOTE_DURATION) NOTE_TIMER ( .clk(clk), .clk_out(clk_note_duration) );
always @(posedge clk_note_duration) begin
  note_counter <= note_counter + 1;
end
always @(posedge clk) begin
  case (note_counter)
        0: speaker_out <= C;
        1: speaker_out <= C;
        2: speaker_out <= D;
        3: speaker_out <= C;
        4: speaker_out <= F;
        5: speaker_out <= E;
        6: speaker_out <= C;
        7: speaker_out <= C;
        8: speaker_out <= D;
        9: speaker_out <= C;
        10: speaker_out <= G;
        11: speaker_out <= F;
        12: speaker_out <= C;
        13: speaker_out <= C;
        14: speaker_out <= CMajor;
        15: speaker_out <= A;
        16: speaker_out <= F;
        17: speaker_out <= E;
        18: speaker_out <= D;
        19: speaker_out <= ASharp;
        20: speaker_out <= ASharp;
        21: speaker_out <= A;
        22: speaker_out <= F;
        23: speaker_out <= G;
        24: speaker_out <= F;
        default: speaker_out <= 0;  
  endcase
end
endmodule
```

## flow/run.sh

```bash
#!/bin/bash
# OpenROAD 26Q1-2900-gdf79404cd8, Yosys 0.63+post, stock flow scripts
make -C /OpenROAD-flow-scripts/flow DESIGN_CONFIG=/design/flow/config.mk WORK_HOME=/design/flow/orfs finish
```

==> results.sh <==
# source this file to load flow results
export IMPL_synth_cell_types=49
export IMPL_fin_crit_sh_pct=45.57
export IMPL_hold_buffers=0
export IMPL_wl_per_cell_um=11.30
export IMPL_grt_max_degree=17
export IMPL_timing_fmax_mhz=477.1
export IMPL_p_switching_w=0.0004751
export IMPL_drt_first_iter_violations=181
export IMPL_postSynthSeqShare_pct=45.66
export IMPL_gp_congestion=0.8576
export IMPL_ioPinCount=2
export IMPL_p_clk_share_pct=49.9
export IMPL_grt_pass1_vias=4400
export IMPL_netlist_area_um2=6664
export IMPL_n_fill_cell=1420
export IMPL_cts_buffer_depth=2
export IMPL_synth_cells=724
export IMPL_fin_crit_ns=2.096
export IMPL_slowest_stage="clkdlybuf4s50_1"
export IMPL_p_leak_nw=2.657
export IMPL_dpl_cell_count=933
export IMPL_startpoint="speaker_out"
export IMPL_drc=0
export IMPL_power_frac_seq_pct=50.1
export IMPL_cp_max_fo=1
export IMPL_drt_first_pass_iters=4
export IMPL_crit_path_end_kind="output pin"
export IMPL_routed_via_density=5.098
export IMPL_antenna_cells=0
export IMPL_detail_route_antenna_nets=0
export IMPL_cts_tree="done"
export IMPL_hold_violations=0
export IMPL_netSwitchingFraction_pct=18.68
export IMPL_tightestPinTransition_ns=0.8808
export IMPL_slew_headroom_pct=40.79
export IMPL_tns_ns=0
export IMPL_ys_area_um2=6664
export IMPL_synth_seq_cells=152
export IMPL_overflow=0
export IMPL_edf_count=0
export IMPL_place_hpwl_mm=7.386
export IMPL_peakVddDrop_mv=0.2423
export IMPL_critical_path_class="reg -> out"
export IMPL_final_cells=963
export IMPL_untimed_endpoints=5
export IMPL_crit_chain="clkdlybuf4s50_1"
export IMPL_comb_area_um2=3476
export IMPL_grt_setup_unrepaired="false"
export IMPL_crit_required_ns=3.68
export IMPL_h_tree_depth=4
export IMPL_min_from="OUTCMajor.counter[0]"
export IMPL_power_frac_comb_pct=0
export IMPL_status="finished clean"
export IMPL_drive_gt1_share_pct=5.622
export IMPL_clkTransAtPathRegs_ns=0.05
export IMPL_rows=46
export IMPL_final_max_slew_violation_count=0
export IMPL_hold_class="reg -> reg"
export IMPL_wirelength_mm=10.88
export IMPL_arrival_ns=1.18
export IMPL_async_flop_share_pct=0
export IMPL_crit_family="buffers and inverters"
export IMPL_flop_area_um2=3043
export IMPL_r2r_start="NOTE_TIMER.counter[21]"
export IMPL_unclocked_regs=5
export IMPL_antenna_found_initial=0
export IMPL_ys_flop_type="dfxtp_1"
export IMPL_setup_viol=0
export IMPL_grt_first_pass_wirelength_mm=19.40
export IMPL_coreArea_um2=16060
export IMPL_warnings=33
export IMPL_fp_dieW_um=131.1
export IMPL_port_buffers=1
export IMPL_syn_avg_cell_area_um2=9.204
export IMPL_fp_dieH_um=131.1
export IMPL_post_cts_setup_buffers=0
export IMPL_cts_buffers=17
export IMPL_cts_root_buf="clkbuf_16"
export IMPL_drv_cap=0
export IMPL_cpPeakStageDelay_ns=0.45
export IMPL_clk_latency_ns=0.41
export IMPL_p_int_w=0.002068
export IMPL_via_count=4909
export IMPL_area_growth_pct=12.17
export IMPL_critPathLaunchType="flip-flop"
export IMPL_initial_utilization_pct=41.50
export IMPL_powerDensity_nw_per_um2=340.3
export IMPL_grt_usage_pct=13.98
export IMPL_die_area_um2=17180
export IMPL_yosys_warnings=10
export IMPL_ctsResizeCount=0
export IMPL_final_setup_skew_ns=0.004920
export IMPL_yosys_stat_cells=724
export IMPL_crit_buf_inv=1
==> registers in the layout, summed over array words and instances, names as in the netlist <==
signal / count
NOTE_TIMER.counter: 22
OUTC.counter: 16
OUTD.counter: 16
OUTE.counter: 16
OUTF.counter: 16
OUTA.counter: 15
OUTASharp.counter: 15
OUTCMajor.counter: 15
OUTG.counter: 15
note_counter: 5
speaker_out: 1
==> power by group through the flow <==
| stage | combinational, W | clock, W | sequential (W) |
|---|---|---|---|
| after global routing | 0.00000000116 | 0.00136 | 0.00127 |
| final | 0.00000000116 | 0.00127 | 0.00127 |
| after CTS | 0.00000000116 | 0.00131 | 0.00127 |
==> cells by family (layout without fill, tap and decap cells) <==
group                    after synthesis  in the layout  synth area share (%)
flip-flops                           152            152                 45.66
buffers and inverters                 38             61                 2.178
AND-OR/OR-AND                         38             38                 3.586
adder cells (fa/ha/maj)               18             18                 3.380
XOR/XNOR                             115            115                 15.11
multiplexers                           4              4                0.6759
AND/OR/NAND/NOR                      359            359                 29.40
==> per-layer routing <==
metal	vias to the layer above	GRT usage (%)	share of wire (%)
met2	59	21.13	44
met1	2261	21.60	52
li1	2582	-	-
met5	-	0	0
met3	7	3.017	3.2
met4	0	1.893	1.0
==> area by class of cell <==
cell class / count / share of cell area [%]
clock buffer: 26 / 6.679
clock inverter: 4 / 0.6528
inverter: 26 / 1.306
multi-input combinational: 534 / 46.50
sequential: 152 / 40.71
tap: 216 / 3.616
timing repair buffer: 5 / 0.5357
==> synthesized netlist by cell type (3+ instances only) <==
| cell | n | area, µm² |
|---|---|---|
| dfxtp_1 | 152 | 3043 |
| nor2_1 | 95 | 356.6 |
| xnor2_1 | 73 | 639.4 |
| nand3_1 | 59 | 295.3 |
| xor2_1 | 42 | 367.9 |
| nand2_1 | 41 | 153.9 |
| nand4_1 | 41 | 256.5 |
| inv_1 | 26 | 97.59 |
| nor3_1 | 21 | 105.1 |
| ha_1 | 18 | 225.2 |
| nor4_1 | 17 | 106.4 |
| and3_1 | 15 | 93.84 |
| and4_1 | 12 | 105.1 |
| a21oi_1 | 10 | 50.05 |
| clkbuf_1 | 10 | 37.54 |
| o21ai_0 | 9 | 45.04 |
| or3_1 | 9 | 56.30 |
| nand3b_1 | 8 | 60.06 |
| and2_1 | 6 | 37.54 |
| nor2b_1 | 5 | 31.28 |
| nor4b_1 | 5 | 43.79 |
| o31ai_1 | 5 | 37.54 |
| nand2b_1 | 4 | 25.02 |
| o211ai_1 | 4 | 30.03 |
| mux2i_1 | 3 | 30.03 |
| or2_2 | 3 | 18.77 |
| or4_1 | 3 | 22.52 |
==> metrics by stage <==
| stage | hold slack (ns) | power [W] | utilization [%] | setup WS [ns] | area (µm²) |
|---|---|---|---|---|---|
| detailed placement | 0.4573 | 0.001301 | 43.14 | 2.531 | 6927 |
| finish | 0.4665 | 0.002544 | 46.55 | 2.504 | 7475 |
| floorplan | 0.4302 | 0.001301 | - | 2.830 | 6664 |
| global route | 0.4972 | 0.002636 | 46.55 | 2.375 | 7475 |
| CTS | 0.4707 | 0.002583 | 46.55 | 2.466 | 7475 |
| global placement | 0.4432 | 0.001301 | 43.14 | 2.553 | 6927 |
==> final timing paths <==
path,to,slack (ns),depth (start not counted)
setup / recovery,speaker_out,2.50,1
hold / removal,OUTCMajor.counter[0],0.47,1
setup reg to reg,NOTE_TIMER.counter[15],2.57,4
hold reg to reg,OUTCMajor.counter[0],0.47,1
==> placed cells by master (no fill, tap or decap), drive strengths merged, types with 3 or more instances in the layout <==
cell	instances
nor3	21
buf	4
nor2	95
dfxtp	152
or4	3
and2	6
nor4b	6
o21ai	9
clkinv	3
or2	3
or4b	3
nand3	59
nand2	41
o31ai	5
nor4	20
inv	26
o211ai	4
ha	18
and4	13
xnor2	73
clkbuf	26
xor2	42
or3	9
nand4	41
a21oi	10
nand2b	4
mux2i	3
nor2b	5
and3	15
nand3b	8
No activity file was given, so power comes from the tool's default toggle rates.
